==> design.v <==
`timescale 1ns / 1ps
module TimeClockCounter(
    input i_clk,
    input i_reset,
    output[5:0] o_hour, o_min, o_sec,
    output[6:0] o_msec
    );
    reg[5:0] r_hour = 0,
             r_min  = 0,
             r_sec  = 0;
    reg[9:0] r_msec = 0;
    assign o_hour = r_hour;
    assign o_min  = r_min;
    assign o_sec  = r_sec;
    assign o_msec = r_msec / 10;
    always @(posedge i_clk or posedge i_reset) begin
        if(i_reset) begin
            r_hour <= 0;
            r_min  <= 0;
            r_sec  <= 0;
            r_msec <= 0;
        end
        else begin
            if(r_msec == 999)begin
                r_msec <= 0;
                if(r_sec == 59)begin
                    r_sec <= 0;
                    if(r_min == 59)begin
                        r_min <= 0;
                        if(r_hour == 24)begin
                            r_hour <= 0;
                        end
                        else begin
                            r_hour <= r_hour + 1;
                        end
                    end
                    else begin
                        r_min <= r_min + 1;
                    end
                end
                else begin
                    r_sec <= r_sec + 1;
                end
            end
            else begin
                r_msec <= r_msec + 1;  
            end
        end
    end
endmodule
==> run.sh <==
#!/bin/bash
# OpenROAD 26Q1-2900-gdf79404cd8, Yosys 0.63+post, stock flow scripts
make -C /OpenROAD-flow-scripts/flow DESIGN_CONFIG=/design/flow/config.mk WORK_HOME=/design/flow/orfs finish
==> config.mk <==
export PLATFORM = sky130hd
export DESIGN_NAME = TimeClockCounter
export DESIGN_NICKNAME = TimeClockCounter
export VERILOG_FILES = /design/flow/design.v
export SDC_FILE = /design/flow/constraint.sdc
export NUM_CORES = 4
export LEC_CHECK = 1
export CORE_UTILIZATION = 30
==> constraint.sdc <==
current_design TimeClockCounter

set clk_period 5.9
set clk_io_pct 0.2

create_clock -name clk0 -period $clk_period [get_ports {i_clk}]

set non_clock_inputs [all_inputs -no_clocks]
set_input_delay [expr $clk_period * $clk_io_pct] -clock clk0 $non_clock_inputs
set_output_delay [expr $clk_period * $clk_io_pct] -clock clk0 [all_outputs]
==> flow_summary.ini <==
; implementation run metrics
[floorplan]
dieArea_um2 = 8310
ioPinCount = 27
rows = 32
coreArea_um2 = 7690
die_height_um = 91.1
initCoreUtil_pct = 31.0
die_x_um = 91.1

[global_routing]
grt_antenna_before_repair = 0
global_route.overflow_total = 0
grt_max_degree = 29
grt_pass1_vias = 1990
groute.usage.overall_pct = 13.2
wire_length_of_the_first_global_routing_pass_um = 9220

[timing]
timing_hold_violations_final = 0
timing.clock.skew_ns = 0.00400
timing.final.setup_violations = 0
final_period_minus_worst_setup_slack_ns = 5.64
tns_ns = 0
achievable_freq_ghz = 0.177
timing.slew.headroom_pct = 48.5
post-route-period-util_pct = 95.6
tightestPinTransition_ns = 0.772
slew_viol_final = 0

[logic_synthesis]
synth-area-yosys_um2 = 2380
most_common_flop_cell_mapped_by_yosys = sky130_fd_sc_hd__dfrtp_1
seq_area_frac_synth_pct = 29.4
yosys_cells = 290
numSynthFlops = 28
ys_top_cells_by_area = sky130_fd_sc_hd__dfrtp_1 29%, sky130_fd_sc_hd__nand2_1 5.0%, sky130_fd_sc_hd__o21ai_0 4.4%, sky130_fd_sc_hd__ha_1 4.2%, sky130_fd_sc_hd__nor2_1 3.6%
synthesis.yosys.warnings = 1
post_synth_instance_area_um2 = 2380
synthArstFlopShare_pct = 100
synthCells = 290
post-synth-top-area-fraction_pct = 29.4
synth_top_cell_by_area = sky130_fd_sc_hd__dfrtp_1
flip_flops_with_a_built_in_enable = 0
synth.distinct_cells = 65
synth_area_per_cell_um2 = 8.22

[route]
routedWlPerCell_um = 12.9
detailroute.via_count = 2216
detail-route-antenna-nets = 0
antenna_cells = 0
post-route-drc-count = 0
detail_route.wirelength_um = 5340
viasPerCell = 5.35
firstDrtPassIters = 4
drt_iter0_markers = 83

[outcome]
status = finished, final reports clean

[final_layout]
top_cell_excl_fill_tap = sky130_fd_sc_hd__nand2_1
mostFrequentLayoutCells = 32 x sky130_fd_sc_hd__nand2_1, 27 x sky130_fd_sc_hd__dfrtp_1, 26 x sky130_fd_sc_hd__clkdlybuf4s50_1, 23 x sky130_fd_sc_hd__nor2_1, 21 x sky130_fd_sc_hd__o21ai_0
area_growth_syn_to_layout_pct = 18.5
postLayoutCellArea_um2 = 2820
finish.cell_count_without_fillers = 414
share_of_cells_above_drive_strength_1_pct = 9.94
fillCellCount = 791

[hold_path]
hold_path_sink = r_min[4]$_DFFE_PP0P_
hp-start = r_min[4]$_DFFE_PP0P_
hold_path_depth = 1
min-delay-path-class = flip-flop to flip-flop

[placement]
placedCellCount = 405
numPortBuffers = 26
dp.final_hpwl_um = 3710
gp_congestion = 0.873
placedInstanceArea_um2 = 2720

[clock_tree]
cts_max_level = 1
cts_max_path_buffers = 2
clk-insertion-delay-late_ns = 0.27
cts_hold_repair.buffers = 0
clock_tree.root_cell = sky130_fd_sc_hd__clkbuf_8
numCtsBuffers = 3
clock_sinks = 28
clk_transition_reported_paths_ns = 0.09
cts_tree = built

[worst_setup_path]
worstSetupPathType = flip-flop to output port
startpoint_of_the_worst_slack_reg_to_reg_timing_path = r_msec[5]$_DFF_PP0_
reg2reg_to = r_hour[5]$_DFFE_PP0P_
kind_of_end_point_of_the_critical_path = output port
reg2reg_depth = 8
worst_ep_arrival_time_ns = 4.46
crit_path_start_kind = flip-flop
timing.reg2reg.setup_slack_ns = 2.33
worst-endpoint-required_ns = 4.72
worst_path_fanout_max = 11

[power]
max-vdd-ir-drop_mv = 0.0957
power.leakage_nw = 1.11
power_density_nw_per_um2 = 111

[flow_run]
drv_cap = 0
warning_count = 28
-- layout make-up --
| type | instances | area, um2 | share of cell area, % |
|---|---|---|---|
| clock buffer | 4 | 55.1 | 1.95 |
| inverter | 17 | 66.3 | 2.35 |
| tap | 102 | 128 | 4.52 |
| sequential | 28 | 702 | 24.9 |
| timing repair buffer | 35 | 328 | 11.6 |
| multi-input combinational | 228 | 1550 | 54.7 |
-- cell families after synthesis --
kind of cell,synth area share (%)
flops,29.4
simple gates,25.0
xor+xnor,3.67
compound gates,26.9
fa+ha+maj,5.46
buf+inv,6.09
mux,3.52
-- cell usage after synthesis (5+ instances only) --
cell type                   n
sky130_fd_sc_hd__nand2_1   32
sky130_fd_sc_hd__dfrtp_1   28
sky130_fd_sc_hd__nor2_1    23
sky130_fd_sc_hd__o21ai_0   21
sky130_fd_sc_hd__inv_1     15
sky130_fd_sc_hd__a21oi_1   14
sky130_fd_sc_hd__clkbuf_1  10
sky130_fd_sc_hd__nand3_1   10
sky130_fd_sc_hd__ha_1       8
sky130_fd_sc_hd__nand4_1    8
sky130_fd_sc_hd__xnor2_1    7
sky130_fd_sc_hd__a31oi_1    6
sky130_fd_sc_hd__buf_2      6
sky130_fd_sc_hd__mux2i_1    5
sky130_fd_sc_hd__nor3_1     5
sky130_fd_sc_hd__or3_1      5
-- critical path, stage by stage, from the launching register on --
cell and delay, ns:
sky130_fd_sc_hd__dfrtp_2 0.49, sky130_fd_sc_hd__nor2_1 0.14, sky130_fd_sc_hd__inv_1 0.09, sky130_fd_sc_hd__ha_1 0.39, sky130_fd_sc_hd__nor2b_4 0.10, sky130_fd_sc_hd__a311o_1 0.37, sky130_fd_sc_hd__o211a_1 0.25, sky130_fd_sc_hd__nor3_4 0.34
sky130_fd_sc_hd__xnor2_1 0.21, sky130_fd_sc_hd__o221ai_1 0.18, sky130_fd_sc_hd__a221oi_2 0.27, sky130_fd_sc_hd__and2_4 0.23, sky130_fd_sc_hd__inv_4 0.04, sky130_fd_sc_hd__or3_1 0.34, sky130_fd_sc_hd__a21o_1 0.19, sky130_fd_sc_hd__o2111ai_1 0.07
sky130_fd_sc_hd__clkdlybuf4s50_1 0.48
-- per-stage QoR --
stage	total power [W]	setup WS (ns)	utilization (%)	hold slack, ns
2_1_floorplan	0.000198	1.24	-	0.457
3_3_place_gp	0.000201	0.507	35.4	0.507
3_5_place_dp	0.000201	0.476	35.4	0.506
4_1_cts	0.000320	0.151	36.1	0.523
5_1_grt	0.000329	-0.0272	36.7	0.563
6_report	0.000314	0.258	36.7	0.515
-- registers in the layout, indices dropped and copies added (netlist names) --
signal  flops
r_hour      6
r_sec       6
r_min       6
r_msec     10
-- routing by layer --
metal  GRT usage (%)  share of wire, %  up-vias
li1                -                 -     1118
met1            20.5                51     1049
met2            21.4                44       45
met3            1.28               4.6        4
met4           0.794              0.60        0
met5               0                 0        -
-- power breakdown --
group / internal, W / leakage, nW / switching (W)
clock network: 0.0000597 / 0.0288 / 0.0000582
logic: 0.00000106 / 0.699 / 0.00000373
registers: 0.000192 / 0.380 / 0
-- what timing repair did --
item                       in CTS  in global routing
setup endpoints to repair       0                  1
setup buffers                   0                  5
resized                         0                  2
-- worst max path at each step --
stage	from	to	slack, ns	cells past startpoint
final	r_msec[7]$_DFF_PP0_	o_msec[0]	0.26	16
after CTS	r_msec[7]$_DFF_PP0_	o_msec[0]	0.15	15
after global routing	r_msec[7]$_DFF_PP0_	o_msec[0]	-0.03	16
Power is estimated from default activity; no workload was simulated.
