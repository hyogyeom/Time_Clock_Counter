===== ./config.mk =====
export PLATFORM = sky130hd
export DESIGN_NAME = digit_divider_sec_msec
export DESIGN_NICKNAME = digit_divider_sec_msec
export VERILOG_FILES = /design/flow/design.v
export SDC_FILE = /design/flow/constraint.sdc
export NUM_CORES = 4
export LEC_CHECK = 1
export CORE_AREA = 10 10 93 93
export DIE_AREA = 0 0 103 103

===== ./constraint.sdc =====
current_design digit_divider_sec_msec

set clk_period 8.1
set clk_io_pct 0.2

create_clock -name clk0 -period $clk_period

set non_clock_inputs [all_inputs -no_clocks]
set_input_delay [expr $clk_period * $clk_io_pct] -clock clk0 $non_clock_inputs
set_output_delay [expr $clk_period * $clk_io_pct] -clock clk0 [all_outputs]

===== ./design.v =====
`timescale 1ns / 1ps
module digit_divider_sec_msec(
    input[5:0] i_sec,
    input[9:0] i_msec,
    output[3:0] o_sec_10, o_sec_1, o_msec_10, o_msec_1
    );
    assign o_sec_10 = i_sec / 10 % 10;
    assign o_sec_1  = i_sec % 10;
    assign o_msec_10 = i_msec / 10 % 10;
    assign o_msec_1  = i_msec % 10;
endmodule

===== ./run.sh =====
#!/bin/bash
# OpenROAD 26Q1-2900-gdf79404cd8, Yosys 0.63+post, stock flow scripts
make -C /OpenROAD-flow-scripts/flow DESIGN_CONFIG=/design/flow/config.mk WORK_HOME=/design/flow/orfs finish

==> Changelog: implementation <==
### Metrics

* Chip area at between 10000 and 15000 µm²
* Remaining antenna violation count at 0
* Post-synth seq share at 0%
* CP endpoint: o_msec_10[3]
* Seq cells at 0
* Post-CTS Hold Fix Bufs at 0
* Synth-to-Final Area Change at 65.1%
* Drt first pass iters at 5
* GPL Wtd Cong at about 0.97
* Yosys Instances at a little under 400
* Placed inst area at roughly 3800 µm²
* Via Count at 3580
* CP peak stage delay at between 0.5 and 0.6 ns
* Routed WL per cell at between 10 and 15 µm
* Cell Pwr Density at around 120 nW/µm²
* Io pins at 32
* Post-Synthesis Mean Instance Area at about 6.7 µm²
* Placed cells at 592
* Worst hold path class: in2out
* Row cnt at 30
* Cell count after synthesis at roughly 390
* Period minus WS final at around 8.4 ns
* PnR Total Power at around 0.00051 W
* Final setup violation count at 3
* Max Slew Vio Count at 0
* Top cells, area: a21oi_1 (5.8%), nor2_1 (4.9%), nand2_1 (4.2%), ha_1 (3.9%), nor3_1 (3.5%)
* Total wire length at 9190 µm
* Count leader, synth: nor2_1
* Status: finished with violations
* Worst setup margin at -0.252 ns
* Commonest cells in the netlist: nor2_1 (34), a21oi_1 (30), nand2_1 (29)
* Vias in the first global route at 3327
* Largest net degree at the start of global routing at 29
* Worst setup path class: in2out
* Drc violations at 0
* Mapped Area at roughly 2600 µm²
* Width of the chip at 103 µm
* Layout cells sized above 1 at between 40% and 50%
* Number of max-cap violations at 0
* Slowest-stage cell, CP: or4_4
* Design area at roughly 4300 µm²
* Max Clk Rate at between 100 and 150 MHz
* First-pass GRT wire length at ~15000 µm
* First DRT Iteration DRCs at between 150 and 200
* Antenna violations before repair at 0
* Inserted Diodes at 0
* Max transition margin at a little over three fifths
* Final Hold Fails at 0
* HPWL Detailed at around 6800 µm
* Worst path required time at roughly 6.5 ns
* Worst setup startpoint: i_msec[7]
* Synth unique cells at between 80 and 90
* Fin crit share at 103%
* Core area at between 6000 and 7000 µm²
* Gr usage total at between 15 and 20%
* Seq. cell area at 0 µm²
* Grt ovf at 0
* Synth area leader: a21oi_1
* CP endpoint kind: primary output
* Peak VDD IR at about 0.084 mV
* Yosys Chip Area at between 2000 and 3000 µm²
* Count of tool warnings at 36
* Post-DR vias/cell at 5.82
* YS warnings at 0
* Die H at 103 µm
* Port Buf Inserts at 27
* Hold Slack at about 3.2 ns
* Finished Layout Cells at 615
* Clk_buf instances at 0
* Failing checks: setup timing
* Area share, top type at under 10%
* Starting Density at about two fifths
* Startpoint Class: primary input
* Slew @ Worst Pin at around 0.56 ns
* Crit path DAT at around 6.7 ns
* RSZ-0062 raised after global routing: true
* Leak pwr at ~1.8 nW
* Crit path max fanout at 6
[layer usage]
| layer | global-route usage (%) | vias to the layer above | wire length (µm) |
|---|---|---|---|
| met5 | 0 | - | 0 |
| li1 | - | 1784 | - |
| met1 | 25.4 | 1684 | 4450 |
| met4 | 0.535 | 0 | 0 |
| met3 | 2.44 | 0 | 579 |
| met2 | 27.7 | 112 | 4160 |
[stage by stage]
step,TNS (ns),utilization (%),setup WS (ns)
floorplan,-0.268,-,-0.229
global placement,-3.07,56.7,-1.07
detailed placement,-3.34,56.7,-1.17
CTS,-0.706,61.0,-0.306
global route,-1.41,63.4,-0.525
finish,-0.554,63.4,-0.252
[cell families (layout without fill, tap and decap cells)]
kind of cell,Yosys count,count (layout),synth area share (%)
mux,8,8,3.19
compound gates,135,135,39.5
fa+ha+maj,10,10,4.63
buf+inv,49,195,10.2
xor+xnor,14,14,4.73
other cells,1,1,0.145
simple gates,172,172,37.6
[worst max-delay path, delay by kind of cell]
kind	cells	cell delay [ns]
AOI/OAI and AO/OA	10	1.50
adders and majority gates	2	0.49
buffers and inverters	3	0.35
muxes	1	0.23
and+or+nand+nor	9	2.52
[power by group]
group / switching, W / internal (W) / leakage (nW)
sequential: 0 / 0 / 0
combinational: 0.000237 / 0.000275 / 1.84
clock: 0 / 0 / 0
[worst min path at each step]
stage	from	end	slack [ns]	depth (start not counted)
finish	i_msec[0]	o_msec_1[0]	3.24	0
CTS	i_msec[0]	o_msec_1[0]	3.24	0
global route	i_msec[0]	o_msec_1[0]	3.24	0
[repair_timing]
| item | CTS | global route |
|---|---|---|
| setup endpoints to repair | 3 | 4 |
| cloned | 1 | 0 |
| buffers inserted | 17 | 6 |
| hold endpoints to repair | 0 | 0 |
| resized | 48 | 25 |
| pin swaps | 30 | 31 |
[layout make-up]
cell class	instances	area, µm²
multi-input cells	340	2670
fillers	558	2480
repair buffers	178	1450
well taps	80	100
inverters	17	63.8
[cells in the final DEF, fill, tap and decap left out, types with 6 or more instances in the layout]
cell             count
clkdlybuf4s50_1     19
nand3_1             11
xor2_1               6
a211oi_1             6
inv_1               15
nor2b_1             10
nor3_1              15
nand2_1             27
nand2b_1            11
buf_4              144
a21oi_1             27
nor2_1              34
xnor2_1              7
buf_6                7
o21ai_0             11
Power is estimated from default activity; no workload was simulated.
