### /design/flow/run.sh
#!/bin/bash
# OpenROAD 26Q1-2900-gdf79404cd8, Yosys 0.63+post, stock flow scripts
make -C /OpenROAD-flow-scripts/flow DESIGN_CONFIG=/design/flow/config.mk WORK_HOME=/design/flow/orfs finish
### /design/flow/config.mk
export PLATFORM = sky130hd
export DESIGN_NAME = digit_divider_hour_min
export DESIGN_NICKNAME = digit_divider_hour_min
export VERILOG_FILES = /design/flow/design.v
export SDC_FILE = /design/flow/constraint.sdc
export NUM_CORES = 4
export LEC_CHECK = 1
export CORE_AREA = 10 10 70 70
export DIE_AREA = 0 0 80 80
### /design/flow/constraint.sdc
current_design digit_divider_hour_min

set clk_period 2.6
set clk_io_pct 0.2

create_clock -name clk0 -period $clk_period

set non_clock_inputs [all_inputs -no_clocks]
set_input_delay [expr $clk_period * $clk_io_pct] -clock clk0 $non_clock_inputs
set_output_delay [expr $clk_period * $clk_io_pct] -clock clk0 [all_outputs]
### /design/flow/design.v
`timescale 1ns / 1ps
module digit_divider_hour_min(
    input[5:0] i_hour, i_min,
    output[3:0] o_hour_10, o_hour_1, o_min_10, o_min_1
    );
    assign o_hour_10 = i_hour / 10 % 10;
    assign o_hour_1  = i_hour % 10;
    assign o_min_10 = i_min / 10 % 10;
    assign o_min_1  = i_min % 10;
endmodule
==> reports/metrics.csv <==
stage;metric;value;unit
detailed_routing;antenna_cells;0;
die;die_area;0.00640;mm²
pwr;power.density;211;mW/mm²
detailed_routing;via_per_inst;4.54;
die;core_area;0.00342;mm²
detailed_routing;wl_per_cell;11.4;µm
synthesis;ys_cells;105;
timing;slew_viol_final;0;
detailed_routing;antenna_left;0;
synthesis;synth_seq_share;0;%
detailed_routing;dr_wl_met3;120;µm
finish;area_growth;121;%
detailed_routing;num_vias;980;
setup_path;arrival;2310;ps
run;maxCapViolCount;0;
hold_path;min_to;o_min_1[0];
finish;clock_buffers;0;
setup_path;critPathKind;in2out;
detailed_routing;first_pass_iters;4;
timing;setup_viol;4;
detailed_routing;totalWireLength;2460;µm
detailed_routing;dr.first_iter.drc_count;54;
timing;setup_tns;-630;ps
place;placedCellCount;200;
setup_path;critPathMostFrequentCell;ha_4;
synthesis;top_cells_by_area;ha_1 7.7%, o21ai_0 6.9%, nor2_1 6.9%;
grt;grt_pass1_wl;4110;µm
run;warnings;35;
finish;layout-drive-gt1-share;56.5;%
timing;slew_headroom;64.5;%
finish;instances_no_fill;216;
timing;min_period;2830;ps
setup_path;slowest_stage;a221o_1;
synthesis;syn-cell-area;653;µm²
detailed_routing;maxUsedRoutingLayer;met4;
place;numPortBuffers;22;
pwr;leakage;0.655;nW
hold_path;worstHoldStart;i_min[0];
synthesis;avgSynthCellArea;6.22;µm²
detailed_routing;wl_met1;1250;µm
place;dpl_worst_slack;-1100;ps
die;rows;21;
hold_path;hold_class;in2out;
place;place_area;0.00116;mm²
grt;grt-ovfl-total;0;
synthesis;ys_warn_count;0;
synthesis;most_common_cell;nor2_1;
status;failed_checks;setup timing;
synthesis;yosysTopAreaCell;ha_1;
timing;finalHoldViolCount;0;
die;dieWidth;80;µm
die;fp_util;19.1;%
status;status;complete, but fails checks;
grt;grt_pass1_vias;936;
setup_path;crit_buf_inv;3;
setup_path;cp.required;2080;ps
synthesis;ys_sh_adder;9.20;%
grt;grt_use_total;7.34;%
synthesis;top_logic_kind;AND-OR/OR-AND gates;
die;die_h;80;µm
finish;regArea;0;µm²
detailed_routing;drc;0;
finish;ff_count;0;
synthesis;synthTopCellsByCount;12 x nor2_1, 10 x inv_1, 9 x nand2_1, 9 x o21ai_0, 7 x a21oi_1;
timing;worst_pin_slew;528;ps
synthesis;netlist.area_leader.share;7.66;%
synthesis;ys_area;653;µm²
timing;period_used_share;109;%
synthesis;ys_sh_aoi;38.9;%
synthesis;ys_sh_xor;4.02;%
synthesis;synth_cell_types;41;
pwr;p_total;0.000304;W
hold_path;min_path_cells;0;
setup_path;worstSetupStartpointType;input port;
timing;fmax;0.354;GHz
grt;antenna_found_initial;0;
timing;fin_ws;-228;ps
timing;rsz0062_at_grt;true;
place;place_hpwl;1780;µm
finish;design_area;0.00144;mm²
setup_path;path_delay_family;AND-OR/OR-AND gates;
pwr;ir_drop;0.0000763;V
detailed_routing;wl_met2;1080;µm
setup_path;slowest_delay;350;ps
setup_path;cp-end-kind;output pin;
place;place_congestion;0.906;
setup_path;cp_max_fo;3;
die;ioPinCount;28;
grt;grt_max_degree;9;
synthesis;simple_gate_area_share;31.4;%
setup_path;path_cells;buf_8 > nor2_4 > inv_2 > ha_4 > nand2b_4 > o21ai_4 > nand2_2 > xnor2_2 > ha_4 > o21ai_2 > a221o_1 > buf_2;
synthesis;ys_sh_mux;3.07;%
synthesis;synthCells;105;
## final cells by class
type	count	area (µm²)
fill	334	1970
inverter	10	37.5
multi-input combinational	90	766
tap	46	57.6
timing repair buffer	70	581
## per-layer routing
layer  GRT usage, %  vias to the layer above
met3           1.02                        2
met1           10.6                      451
li1               -                      509
met2           11.7                       18
met4          0.352                        0
met5              0                        -
## how the worst max path moves through the flow
stage	slack [ps]	to	from	cells past startpoint
final	-230	o_min_1[2]	i_min[4]	12
after global routing	-320	o_min_1[3]	i_min[4]	14
after CTS	-210	o_min_1[2]	i_min[4]	12
## cell families (layout without fill, tap and decap cells)
kind of cell             after synthesis  count (layout)
AND/OR/NAND/NOR                       41              41
AND-OR/OR-AND                         37              37
buffers and inverters                 16              80
adder cells (fa/ha/maj)                5               5
XOR/XNOR                               3               3
multiplexers                           2               2
other                                  1               2
## where the power goes
group          switching (W)  total (W)  leakage (nW)  internal (W)
Clock                      0          0             0             0
Sequential                 0          0             0             0
Combinational       0.000124   0.000304         0.655      0.000180
Total               0.000124   0.000304         0.655      0.000180
## repair_timing
item	in CTS	in global routing
buffers inserted	13	3
pin swaps	23	15
resized	89	11
setup endpoints to repair	10	7
hold buffers	0	0
## metrics by stage
stage               hold WS, ps  util (%)
CTS                        1040      40.0
detailed placement         1040      33.9
global route               1040      42.2
floorplan                  1070         -
finish                     1040      42.2
global placement           1040      33.9
## layout by cell type, fill, tap and decap left out, drive strengths merged, types with 2 or more instances in the layout
| cell type | instances |
|---|---|
| o21ai | 11 |
| a31oi | 2 |
| a21oi | 7 |
| conb | 2 |
| clkdlybuf4s50 | 5 |
| or4 | 2 |
| ha | 4 |
| nor2 | 12 |
| mux2i | 2 |
| nand2b | 3 |
| buf | 60 |
| or3 | 2 |
| xnor2 | 2 |
| nand2 | 10 |
| inv | 10 |
| dlygate4sd2 | 5 |
| nor2b | 5 |
| a21o | 2 |
| nand3 | 4 |
Power is estimated from default activity; no workload was simulated.
